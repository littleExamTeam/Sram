$ cat ./run.sh
#!/bin/bash
# OpenROAD 26Q1-2900-gdf79404cd8, Yosys 0.63+post, stock flow scripts
make -C /OpenROAD-flow-scripts/flow DESIGN_CONFIG=/design/flow/config.mk WORK_HOME=/design/flow/orfs finish
$ cat ./config.mk
export PLATFORM = sky130hd
export DESIGN_NAME = regfile
export DESIGN_NICKNAME = regfile
export VERILOG_FILES = /design/flow/design.v
export SDC_FILE = /design/flow/constraint.sdc
export NUM_CORES = 4
export LEC_CHECK = 1
export CORE_UTILIZATION = 50
$ cat ./constraint.sdc
current_design regfile

set clk_period 8.8
set clk_io_pct 0.2

create_clock -name clk0 -period $clk_period [get_ports {clk}]

set non_clock_inputs [all_inputs -no_clocks]
set_input_delay [expr $clk_period * $clk_io_pct] -clock clk0 $non_clock_inputs
set_output_delay [expr $clk_period * $clk_io_pct] -clock clk0 [all_outputs]
$ cat ./design.v
`timescale 1ns / 1ps
module regfile(
	input wire clk,
	input wire we3,
	input wire[4:0] ra1,ra2,wa3,
	input wire[31:0] wd3,
	output wire[31:0] rd1,rd2
    );
	reg [31:0] rf[31:0];
	always @(negedge clk) begin
		if(we3) begin
			 rf[wa3] <= wd3;
		end
	end
	assign rd1 = (ra1 != 0) ? rf[ra1] : 0;
	assign rd2 = (ra2 != 0) ? rf[ra2] : 0;
endmodule
==> changes_impl.md <==
### Metrics

- Status: complete, but fails checks
- Violated checks: setup timing
- Die W: 308.9 um
- Residual DRC: 0
- Fin. Hold Viols: 0
- EDFF count, synth: slightly above 1000
- Setup WS pre-CTS: -0.06170 ns
- Worst-margin pin slew: between 1 and 1.5 ns
- Slew Limit Headroom: 0.06905
- #FFs+latches synth: a little over 1000
- Yosys top cell by area: edfxtp_1
- Clock buffer depth: 3
- Core footprint: between 90000 and 100000 um^2
- Routed Antenna Nets: 0
- Area growth syn-to-layout: 26.87%
- Dominant logic cell type in the layout: inv_1
- Via/cell ratio: around 6.2
- Die Height: between 300 and 400 um
- Post-synthesis instance total: roughly 2300
- Routability cong.: 0.8800
- CTS tree: done
- Starting density of the core: 0.5045
- Drt total wl: approximately 150 mm
- Startpoint types: flop
- Post-layout util: 0.6400
- Biggest area cells: edfxtp_1 65%, mux4_2 22%, mux2i_1 3.4%, o22ai_1 1.4%, a22o_1 0.99%
- Final slew viol count: 0
- HP Class: in2out
- Area leader share: 0.6531
- Leak: 23.22 nW
- Clock transition at path regs: around 0.030 ns
- PD cells: 222.1 nW/um^2
- Initial antenna violation count: 3
- Register share after synthesis: 0.6531
- Antenna diode count: 0
- Largest register FFs: between 1000 and 1500
- Worst Setup Path Type: reg2out
- Maximum vdd drop: around 180 uV
- GR Overflow Total: 0
- Vias in the first global route: approximately 35000
- Via count: 30012
- Dpl hpwl: 81.91 mm
- Avg Cell Area, Syn: slightly above 20 um^2
- Post-Syn Area: around 47000 um^2
- Total CTS buffers: roughly 110
- Data required time of the critical path: 7.04 ns
- Register Area: 30750 um^2
- Post-synth ARST share: 0
- Share of cells above drive strength 1: 0.2937
- Most frequent cells in the layout: 1044 x inv_1, 1024 x edfxtp_1, 465 x mux4_2, 159 x mux2i_1, 138 x buf_4
- Top reg by flops: rf
- Port bufs: 112
- Hold Slack: 4.452 ns
- Initial DRC count: 1753
- Num ports: approximately 110
- Die ar.: 95390 um^2
- Worst hold path depth: 4
- Max Cap Viol: 0
- Unrepaired setup endpoints after global routing: true
- Htree depth: 3
- Main synth FF type: edfxtp_1
- CP arrival: ~7.1 ns
- Nature of the critical path endpoint: primary output
- Largest net degree at the start of global routing: between 90 and 100
- MI comb area: 16820 um^2
- Biggest regs: rf x1024
- Count of tool warnings: approximately 1000
- Yosys warning count: 1
- Max FO, Critical Path: 2
- Root Driver: clkbuf_16
- Fillers: approximately 6200
- Number of cells in Yosys stat: about 2300
- Wire per inst: between 30 and 40 um
- Distinct lib cells used: 40
- Clock sinks: just over 1000
- # rows: between 100 and 150
- Setup ws final: -0.09084 ns
- Drt first pass iters: 17
- First-pass GRT wire length: 217.1 mm
- Total GRT Usage: 0.3671
- # setup viols final: 2
- Yosys chip area: 47080 um^2
-- critical path, stage by stage (launching register included) --
cell	delay (ns)
edfxtp_1	0.38
mux4_2	0.47
a22o_1	0.29
a2111oi_4	0.31
nor3_2	0.14
clkdlybuf4s50_1	0.45
-- area by class of cell --
class | count | area share
multi-input cells | 1071 | 0.2816
clock inverters | 1118 | 0.08163
well taps | 1254 | 0.02627
inverters | 3 | 0.0001885
clock buffers | 116 | 0.04860
repair buffers | 287 | 0.04696
flip-flops and latches | 1024 | 0.5148
-- cells by family after synthesis --
logic type | after synthesis | share of synthesized area
AND/OR/NAND/NOR | 149 | 0.01632
buffers and inverters | 196 | 0.02256
AND-OR/OR-AND | 264 | 0.04364
multiplexers | 658 | 0.2644
flip-flops | 1024 | 0.6531
-- power breakdown --
part           switching, mW  leakage, nW  internal [mW]
combinational          0.591         6.62          0.458
sequential            0.0244         9.22           5.47
clock                   3.10         7.38           3.62
total                   3.71         23.2           9.55
-- Yosys cell counts (3+ instances only) --
master,number
a211oi_1,4
mux4_2,465
a2111oi_2,8
or3b_2,3
buf_1,18
edfxtp_1,1024
and2_1,3
a22oi_1,16
mux2i_1,160
nor2b_1,13
clkbuf_1,69
nand3_1,4
buf_8,5
nand2b_1,6
nand3b_1,7
buf_4,28
buf_2,60
a22o_1,53
inv_1,3
o22ai_1,105
nor2_1,39
a32o_1,4
o221ai_1,5
a2111oi_1,4
nand2_1,7
mux2_2,33
a2111oi_0,49
a221oi_1,6
a21oi_1,8
nor3_1,55
nor4_1,5
buf_6,12
-- repair_timing --
item / in CTS / in global routing
gates resized: 258 / 74
buffers inserted: 10 / 6
pin swaps: 57 / 27
hold buffers: 0 / 0
hold endpoints to repair: 0 / 0
setup endpoints to repair: 64 / 50
gates cloned: 0 / 0
-- worst paths after layout --
check / from / endpoint
max: rf[10][23]$_DFFE_NP_ / rd2[23]
min: ra2[4] / rd2[14]
-- metal layers --
| metal | vias to the layer above | global-route usage | part of all wire |
|---|---|---|---|
| met4 | 27 | 0.1449 | 0.035 |
| met5 | - | 0.06471 | 0.0057 |
| met2 | 2451 | 0.4924 | 0.47 |
| met1 | 14548 | 0.4006 | 0.29 |
| met3 | 358 | 0.3457 | 0.20 |
| li1 | 12628 | - | - |
-- per-stage QoR --
stage | cell area, um^2 | cells | TNS [ns] | power (mW)
2_1_floorplan | 47080 | 2291 | 0 | 6.768
3_3_place_gp | 50730 | 3633 | -0.1522 | 7.209
3_5_place_dp | 50730 | 3633 | -0.06170 | 7.220
4_1_cts | 59430 | 4870 | -1.476 | 13.42
5_1_grt | 59730 | 4873 | -0.4592 | 14.07
6_report | 59730 | 4873 | -0.1287 | 13.27
No activity file was given, so power comes from the tool's default toggle rates.
