===== run.sh =====
#!/bin/bash
# OpenROAD 26Q1-2900-gdf79404cd8, Yosys 0.63+post, stock flow scripts
make -C /OpenROAD-flow-scripts/flow DESIGN_CONFIG=/design/flow/config.mk WORK_HOME=/design/flow/orfs finish

===== config.mk =====
export PLATFORM = sky130hd
export DESIGN_NAME = my_mul
export DESIGN_NICKNAME = my_mul
export VERILOG_FILES = /design/flow/design.v
export SDC_FILE = /design/flow/constraint.sdc
export NUM_CORES = 4
export LEC_CHECK = 1
export CORE_UTILIZATION = 40

===== constraint.sdc =====
current_design my_mul

set clk_period 43.7
set clk_io_pct 0.2

create_clock -name clk0 -period $clk_period

set non_clock_inputs [all_inputs -no_clocks]
set_input_delay [expr $clk_period * $clk_io_pct] -clock clk0 $non_clock_inputs
set_output_delay [expr $clk_period * $clk_io_pct] -clock clk0 [all_outputs]

===== design.v =====
module my_mul(
    input [31:0]        a,
    input [31:0]        b,
    input               sign,    
    output wire [63:0]       result
    );
    wire [32:0] a_ex, b_ex;
    assign a_ex = sign ? {a[31],a} : {1'b0,a};
    assign b_ex = sign ? {b[31],b} : {1'b0,b};
    wire [64:0] x, neg_x, xx, neg_xx;
    assign x = {{32{a_ex[32]}},a_ex};
    assign xx = {x[63:0],1'b0};
    assign neg_x = ~x + 1'b1;
    assign neg_xx = ~xx + 1'b1;
    wire [64:0] part_prod [0:16];
    assign part_prod[0] = b_ex[0] ? neg_x : 65'b0;
    assign part_prod[1] = b_ex[2] ? ( b_ex[1] ^ b_ex[0] ? {neg_x[63:0],1'b0} : (b_ex[0] ? 65'b0 : {neg_xx[63:0],1'b0})):
                                ( b_ex[1] ^ b_ex[0] ? {x[63:0],1'b0} : (b_ex[0] ? {xx[63:0],1'b0} : 65'b0));
    assign part_prod[2] = b_ex[4] ? ( b_ex[3] ^ b_ex[2] ? {neg_x[61:0],3'b0} : (b_ex[2] ? 65'b0 : {neg_xx[61:0],3'b0})):
                                    ( b_ex[3] ^ b_ex[2] ? {x[61:0],3'b0} : (b_ex[2] ? {xx[61:0],3'b0} : 65'b0));
    assign part_prod[3] = b_ex[6] ? ( b_ex[5] ^ b_ex[4] ? {neg_x[59:0],5'b0} : (b_ex[4] ? 65'b0 : {neg_xx[59:0],5'b0})):
                                    ( b_ex[5] ^ b_ex[4] ? {x[59:0],5'b0} : (b_ex[4] ? {xx[59:0],5'b0} : 65'b0));
    assign part_prod[4] = b_ex[8] ? ( b_ex[7] ^ b_ex[6] ? {neg_x[57:0],7'b0} : (b_ex[6] ? 65'b0 : {neg_xx[57:0],7'b0})):
                                    ( b_ex[7] ^ b_ex[6] ? {x[57:0],7'b0} : (b_ex[6] ? {xx[57:0],7'b0} : 65'b0));
    assign part_prod[5] = b_ex[10] ? ( b_ex[9] ^ b_ex[8] ? {neg_x[55:0],9'b0} : (b_ex[8] ? 65'b0 : {neg_xx[55:0],9'b0})):
                                    ( b_ex[9] ^ b_ex[8] ? {x[55:0],9'b0} : (b_ex[8] ? {xx[55:0],9'b0} : 65'b0));
    assign part_prod[6] = b_ex[12] ? ( b_ex[11] ^ b_ex[10] ? {neg_x[53:0],11'b0} : (b_ex[10] ? 65'b0 : {neg_xx[53:0],11'b0})):
                                    ( b_ex[11] ^ b_ex[10] ? {x[53:0],11'b0} : (b_ex[10] ? {xx[53:0],11'b0} : 65'b0));
    assign part_prod[7] = b_ex[14] ? ( b_ex[13] ^ b_ex[12] ? {neg_x[51:0],13'b0} : (b_ex[12] ? 65'b0 : {neg_xx[51:0],13'b0})):
                                    ( b_ex[13] ^ b_ex[12] ? {x[51:0],13'b0} : (b_ex[12] ? {xx[51:0],13'b0} : 65'b0));
    assign part_prod[8] = b_ex[16] ? ( b_ex[15] ^ b_ex[14] ? {neg_x[49:0],15'b0} : (b_ex[14] ? 65'b0 : {neg_xx[49:0],15'b0})):
                                    ( b_ex[15] ^ b_ex[14] ? {x[49:0],15'b0} : (b_ex[14] ? {xx[49:0],15'b0} : 65'b0));
    assign part_prod[9] = b_ex[18] ? ( b_ex[17] ^ b_ex[16] ? {neg_x[47:0],17'b0} : (b_ex[16] ? 65'b0 : {neg_xx[47:0],17'b0})):
                                    ( b_ex[17] ^ b_ex[16] ? {x[47:0],17'b0} : (b_ex[16] ? {xx[47:0],17'b0} : 65'b0));
    assign part_prod[10] = b_ex[20] ? ( b_ex[19] ^ b_ex[18] ? {neg_x[45:0],19'b0} : (b_ex[18] ? 65'b0 : {neg_xx[45:0],19'b0})):
                                    ( b_ex[19] ^ b_ex[18] ? {x[45:0],19'b0} : (b_ex[18] ? {xx[45:0],19'b0} : 65'b0));
    assign part_prod[11] = b_ex[22] ? ( b_ex[21] ^ b_ex[20] ? {neg_x[43:0],21'b0} : (b_ex[20] ? 65'b0 : {neg_xx[43:0],21'b0})):
                                    ( b_ex[21] ^ b_ex[20] ? {x[43:0],21'b0} : (b_ex[20] ? {xx[43:0],21'b0} : 65'b0));
    assign part_prod[12] = b_ex[24] ? ( b_ex[23] ^ b_ex[22] ? {neg_x[41:0],23'b0} : (b_ex[22] ? 65'b0 : {neg_xx[41:0],23'b0})):
                                    ( b_ex[23] ^ b_ex[22] ? {x[41:0],23'b0} : (b_ex[22] ? {xx[41:0],23'b0} : 65'b0));
    assign part_prod[13] = b_ex[26] ? ( b_ex[25] ^ b_ex[24] ? {neg_x[39:0],25'b0} : (b_ex[24] ? 65'b0 : {neg_xx[39:0],25'b0})):
                                    ( b_ex[25] ^ b_ex[24] ? {x[39:0],25'b0} : (b_ex[24] ? {xx[39:0],25'b0} : 65'b0));
    assign part_prod[14] = b_ex[28] ? ( b_ex[27] ^ b_ex[26] ? {neg_x[37:0],27'b0} : (b_ex[26] ? 65'b0 : {neg_xx[37:0],27'b0})):
                                    ( b_ex[27] ^ b_ex[26] ? {x[37:0],27'b0} : (b_ex[26] ? {xx[37:0],27'b0} : 65'b0));
    assign part_prod[15] = b_ex[30] ? ( b_ex[29] ^ b_ex[28] ? {neg_x[35:0],29'b0} : (b_ex[28] ? 65'b0 : {neg_xx[35:0],29'b0})):
                                    ( b_ex[29] ^ b_ex[28] ? {x[35:0],29'b0} : (b_ex[28] ? {xx[35:0],29'b0} : 65'b0));
    assign part_prod[16] = b_ex[32] ? ( b_ex[31] ^ b_ex[30] ? {neg_x[33:0],31'b0} : (b_ex[30] ? 65'b0 : {neg_xx[33:0],31'b0})):
                                    ( b_ex[31] ^ b_ex[30] ? {x[33:0],31'b0} : (b_ex[30] ? {xx[33:0],31'b0} : 65'b0));
    wire [64:0] C[0:14],C_temp[0:14],S[0:14];
    wire [64:0] result_tmp;
    assign S[0] = part_prod[16] ^ part_prod[15] ^ part_prod[14];
    assign S[1] = part_prod[13] ^ part_prod[12] ^ part_prod[11];
    assign S[2] = part_prod[10] ^ part_prod[9] ^ part_prod[8];
    assign S[3] = part_prod[7] ^ part_prod[6] ^ part_prod[5];
    assign S[4] = part_prod[4] ^ part_prod[3] ^ part_prod[2];
    assign C_temp[0] = (part_prod[16]&part_prod[15]) | (part_prod[15]&part_prod[14]) | (part_prod[16]&part_prod[14]);
    assign C_temp[1] = (part_prod[13]&part_prod[12]) | (part_prod[12]&part_prod[11]) | (part_prod[13]&part_prod[11]);
    assign C_temp[2] = (part_prod[10]&part_prod[9]) | (part_prod[9]&part_prod[8]) | (part_prod[10]&part_prod[8]);
    assign C_temp[3] = (part_prod[7]&part_prod[6]) | (part_prod[6]&part_prod[5]) | (part_prod[7]&part_prod[5]);
    assign C_temp[4] = (part_prod[4]&part_prod[3]) | (part_prod[3]&part_prod[2]) | (part_prod[4]&part_prod[2]);
    assign C[0] = {C_temp[0][63:0],1'b0};
    assign C[1] = {C_temp[1][63:0],1'b0};
    assign C[2] = {C_temp[2][63:0],1'b0};
    assign C[3] = {C_temp[3][63:0],1'b0};
    assign C[4] = {C_temp[4][63:0],1'b0};
    assign S[5] = S[0] ^ S[1] ^ S[2];
    assign S[6] = S[3] ^ S[4] ^ part_prod[1];
    assign S[7] = part_prod[0] ^ C[0] ^ C[1];
    assign S[8] = C[2] ^ C[3] ^ C[4];
    assign C_temp[5] = (S[0]&S[1]) | (S[1]&S[2]) | (S[0]&S[2]);
    assign C_temp[6] = (S[3]&S[4]) | (S[4]&part_prod[1]) | (S[3]&part_prod[1]);
    assign C_temp[7] = (part_prod[0]&C[0]) | (C[0]&C[1]) | (part_prod[0]&C[1]);
    assign C_temp[8] = (C[2]&C[3]) | (C[3]&C[4]) | (C[2]&C[4]);
    assign C[5] = {C_temp[5][63:0],1'b0};
    assign C[6] = {C_temp[6][63:0],1'b0};
    assign C[7] = {C_temp[7][63:0],1'b0};
    assign C[8] = {C_temp[8][63:0],1'b0};
    assign S[9] = S[5] ^ S[6] ^ S[7];
    assign S[10] = S[8] ^ C[5] ^ C[6];
    assign C_temp[9] = (S[5]&S[6]) | (S[6]&S[7]) | (S[5]&S[7]);
    assign C_temp[10] = (S[8]&C[5]) | (C[5]&C[6]) | (S[8]&C[6]);
    assign C[9] = {C_temp[9][63:0],1'b0};
    assign C[10] = {C_temp[10][63:0],1'b0};
    assign S[11] = S[9] ^ S[10] ^ C[7];
    assign S[12] = C[8] ^ C[9] ^ C[10];
    assign C_temp[11] = (S[9]&S[10]) | (S[10]&C[7]) | (S[9]&C[7]);
    assign C_temp[12] = (C[8]&C[9]) | (C[9]&C[10]) | (C[8]&C[10]);
    assign C[11] = {C_temp[11][63:0],1'b0};
    assign C[12] = {C_temp[12][63:0],1'b0};
    assign S[13] = S[11] ^ S[12] ^ C[11];
    assign C_temp[13] = (S[11]&S[12]) | (S[12]&C[11]) | (S[11]&C[11]);
    assign C[13] = {C_temp[13][63:0],1'b0};
    assign S[14] = S[13] ^ C[12] ^ C[13];
    assign C_temp[14] = (S[13]&C[12]) | (C[12]&C[13]) | (S[13]&C[13]);
    assign C[14] = {C_temp[14][63:0],1'b0};
    assign result_tmp = S[14] + C[14];
    assign result = result_tmp[63:0];
endmodule

==> impl_metrics.tcl <==
# metrics dict for downstream scripts
set metrics [dict create \
    status "completed" \
    routabilityCongestion 1.08 \
    yosysWarnings 1 \
    pin_count 129 \
    grt_pass1_vias 47600 \
    num_rows 126 \
    fin_crit_sh 0.658 \
    core_area_um2 119000 \
    worstPathArrival_ps 20020 \
    cp_max_fo 20 \
    fp_util 0.406 \
    p_switching_w 0.00584 \
    area_leaders "fa_1 28%, a21oi_1 7.3%, o21ai_0 6.7%" \
    aoi_share 0.336 \
    crit_required_ps 34960 \
    fmax_ghz 0.0348 \
    cp_top_family "adder cells" \
    n_fill_cell 12100 \
    adder_share 0.324 \
    synth_cells 6710 \
    mux_share 0.0670 \
    dpl-instance-area_um2 50500 \
    tool_warnings 38 \
    synthesis.area_um2 48200 \
    drt_iter0_drc 6398 \
    slowest_stage "or4b_2" \
    postCtsSetupBuffers 0 \
    yosysUniqueCellTypes 80 \
    p_leak_nw 22.0 \
    synth_top_area_share 0.283 \
    synth_top_cell_by_area "fa_1" \
    grt_pass1_wl_mm 355 \
    netlist_logic_family_top "AND-OR/OR-AND gates" \
    design_area_um2 50500 \
    wire_per_inst_um 31.5 \
    synthXorXnorAreaFrac 0.0348 \
    ant_nets 0 \
    avgSynthCellArea_um2 7.18 \
    post_drt_via_cell_ratio 6.59 \
    drv_slew 0 \
    drive_gt1_frac 0.0775 \
    critPathLaunchType "input pin" \
    ys_sh_simple 0.117 \
    die_h_um 349 \
    ir_drop_mv 0.817 \
    min_path_type "in2out" \
    critPathCaptureType "output port" \
    dieArea_um2 122000 \
    crit_type "in2out" \
    drv_cap 0 \
    overflow 0 \
    grt.total_usage 0.422 \
    cts-resized-gates 0 \
    tightest_slew_ps 1340 \
    via_count 51900 \
    critPathBufInv 9 \
    clockBufferCount 0 \
    setup_viol 0 \
    fp.dieW_um 349 \
    rsz0062_at_grt "false" \
    fin_tns_setup_ps 0 \
    synth_stat.cells 6710 \
    area_growth_pct 4.77 \
    critPathMaxStageDelay_ps 630 \
    p_sw_frac 0.507 \
    flops 0 \
    powerDensity_nw_per_um2 228 \
    ys_area_um2 48200 \
    port_buffers 129 \
    ctsHoldBuffers 0 \
    cellInternalPower_w 0.00569 \
    place_hpwl_mm 187 \
    flop_area_um2 0 \
    routed_wirelength_mm 248 \
    timing.slew.headroom 0.100 \
    dr.pass1.iters 10 \
    hold_viol 0 \
    crit_top_cell "fa_1" \
    post-route-drc-count 0 \
    antenna_found_initial 13 \
    ys_seq_share 0 \
    layout_min_cycle_time_ps 28760 \
    grt_start_max_net_pins 75 \
]
layout make-up:
cell class                 count  area [µm²]  share of cell area
multi-input combinational   5172       42700               0.845
timing repair buffer         403        3180              0.0630
inverter                     699        2620              0.0520
tap                         1600        2000              0.0397
antenna                        1        2.50           0.0000496
cells by family (layout without fill, tap and decap cells):
family	Yosys count	after routing
buffers and inverters	1538	1102
xor gates and xnor gates	186	186
muxes	279	279
adders and majority gates	841	841
and+or+nand+nor	1307	1307
AOI/OAI and AO/OA	2559	2559
other	0	1
routing by layer:
metal | wire [µm] | part of all wire | vias up | track usage
li1 | - | - | 22500 | -
met1 | 92400 | 0.37 | 24900 | 0.564
met2 | 94900 | 0.38 | 3722 | 0.533
met3 | 46300 | 0.19 | 667 | 0.282
met4 | 13300 | 0.054 | 33 | 0.165
met5 | 1130 | 0.0046 | - | 0.0628
stage by stage:
stage	std cells	setup slack, ps	total power, W	hold slack, ps	utilization
floorplan	6710	17750	0.00625	18000	-
global placement	7874	15120	0.0116	18930	0.425
detailed placement	7874	15050	0.0115	18910	0.425
CTS	7874	15000	0.0116	18920	0.425
global route	7874	14490	0.0128	18950	0.425
finish	7875	14940	0.0115	18940	0.425
layout by cell type, fill, tap and decap left out, types with 20 or more instances in the layout:
master           instances
a21oi_1                701
inv_1                  685
fa_1                   681
o21ai_0                642
nand2_1                562
nor2_1                 459
buf_4                  299
mux2i_1                237
ha_1                   159
a211oi_1               157
a31oi_1                141
a211o_1                134
xnor2_1                108
o22ai_1                 86
o211ai_1                84
a22oi_1                 83
a221oi_1                78
clkdlybuf4s50_1         78
a21o_1                  67
o221ai_1                61
nor3_1                  57
nand2b_1                52
o31ai_1                 50
o21bai_1                49
a31o_2                  44
xor2_1                  40
a311oi_1                40
mux4_2                  34
nand3_1                 33
xnor2_2                 32
and2_1                  31
a41oi_1                 22
buf_2                   22
a22o_1                  20
final timing paths:
check,slack (ps),startpoint,cells after the start,endpoint
max,14940,a[0],35,result[62]
min,18940,b[0],5,result[1]
power by group through the flow:
stage	clock (W)	combinational, W	sequential, W
global route	0	0.0128	0
CTS	0	0.0116	0
synthesized netlist by cell type, types with 40 or more instances:
cell,number
a211o_1,134
o21bai_1,49
o221ai_1,61
mux2i_1,237
nor3_1,60
nand2_1,563
a311oi_1,40
o211ai_1,84
clkbuf_1,716
a31o_2,44
nand2b_1,52
inv_1,687
buf_1,112
a221oi_1,78
nor2_1,459
a211oi_1,157
xnor2_1,139
a31oi_1,141
fa_1,681
a22oi_1,83
o22ai_1,86
xor2_1,43
ha_1,159
o31ai_1,50
a21o_1,67
o21ai_0,644
a21oi_1,701
Power is estimated from default activity; no workload was simulated.
